==> /design/flow/design.v <==
module Fmultiplier #(parameter BIAS = 127)(
    input clk,
    input reset_n,
    input [31:0] A,
    input [31:0] B,
    output reg exception,
    output reg [31:0] result
);
reg A_sign, B_sign;
reg [7:0] A_exponent, B_exponent;
reg [22:0] A_fraction, B_fraction;
reg [23:0] ta_fraction, tb_fraction;
reg [7:0] temp_exponent;
reg [47:0] frac_prod, temp_fraction, normed_prod;
reg carry_exp, normed_carry, product_round, overflow, underflow;
reg result_sign;
reg [7:0] result_exp;
reg [22:0] result_frac;
always @ (posedge clk) begin
    if (!reset_n) begin
        result = result;
    end else begin
        A_sign = A[31];
        B_sign = B[31];
        A_exponent = A[30:23];
        B_exponent = B[30:23];
        A_fraction = A[22:0];
        B_fraction = B[22:0];
        result_sign = A[31] ^ B[31];
        if (A[30:0] == 31'b0) begin  
            result = {result_sign, 31'b0};
            exception = 1'b0;
        end else if (B[30:0] == 31'b0) begin  
            result = {result_sign, 31'b0};
            exception = 1'b0;
        end else if ((A_exponent == 8'b1) & (A_fraction != 23'b0)) begin  
            result = 32'b1;
            exception = 1'b1;
        end else if ((B_exponent == 8'b1) & (B_fraction != 23'b0)) begin  
            result = 32'b1;
            exception = 1'b1;
        end else begin  
            ta_fraction = (|A_exponent) ? {1'b1, A_fraction} : {1'b0, A_fraction};
            tb_fraction = (|B_exponent) ? {1'b1, B_fraction} : {1'b0, B_fraction};
            frac_prod = ta_fraction * tb_fraction;
            normed_carry = frac_prod[47] ? 1'b1 : 1'b0;
            normed_prod = normed_carry ? frac_prod : frac_prod << 1;
            product_round = |normed_prod[22:0];  
	        result_frac = normed_prod[46:24]  + (normed_prod[23] & product_round);
            {carry_exp, result_exp} = A_exponent + B_exponent - BIAS + normed_carry;
            overflow = carry_exp;
            underflow = (!carry_exp & !result_exp[7]);
            result = {result_sign, result_exp, result_frac};
	        exception = 1'b0;
	    end 
    end
end
endmodule
==> /design/flow/run.sh <==
#!/bin/bash
# OpenROAD 26Q1-2900-gdf79404cd8, Yosys 0.63+post, stock flow scripts
make -C /OpenROAD-flow-scripts/flow DESIGN_CONFIG=/design/flow/config.mk WORK_HOME=/design/flow/orfs finish
==> /design/flow/config.mk <==
export PLATFORM = sky130hd
export DESIGN_NAME = Fmultiplier
export DESIGN_NICKNAME = Fmultiplier
export VERILOG_FILES = /design/flow/design.v
export SDC_FILE = /design/flow/constraint.sdc
export NUM_CORES = 4
export LEC_CHECK = 1
export CORE_UTILIZATION = 40
==> /design/flow/constraint.sdc <==
current_design Fmultiplier

set clk_period 29.8
set clk_io_pct 0.2

create_clock -name clk0 -period $clk_period [get_ports {clk}]

set non_clock_inputs [all_inputs -no_clocks]
set_input_delay [expr $clk_period * $clk_io_pct] -clock clk0 $non_clock_inputs
set_output_delay [expr $clk_period * $clk_io_pct] -clock clk0 [all_outputs]
==> out/qor.csv <==
metric,value,unit
post-layout util,44.07,%
Max stage delay on crit path,0.62,ns
global-route wire length before repair,100.1,mm
area fraction in mux cells,0.4400,%
Worst Setup End Kind,flop,
cycle use final,53.84,%
Setup Crit Path Kind,in2reg,
Top cell area share,44.16,%
vias per cell,5.202,
Simple-Gate Fraction of Synth Area,19.07,%
Core Util at FP,40.61,%
number of enable flip-flop cells,33,
post-synthesis compound-gate area fraction,6.811,%
Synth-to-Final Area Change,8.537,%
final hold violation count,0,
sequential cell area fraction in the yosys report,4.526,%
num rows,85,
xor/xnor share,2.337,%
Synth area leaders,"fa_1 (44%), ha_1 (11%), inv_1 (9.4%)",
CTS tree,yes,
Routed WL,60.03,mm
WL/cell,18.41,microns
port buffer count,98,
Rel. slew slack,36.95,%
Reg area,991.0,sq um
Hold Path Origin,A[31],
vias in the first global route,18440,
First-pass DRT Iterations,5,
Total GRT Usage,24.22,%
Worst Tran Pin Value,0.9457,ns
share of cells above drive strength 1,3.237,%
prevailing post-synth register cell,edfxtp_1,
Tightest Hold Check Type,in2reg,
Clock Tree Buf Depth,2,
core footprint,0.05392,sq mm
TritonCTS Buffers,5,
Fmax achieved,62.33,MHz
Initial DRC Count,875,
final count of pins violating max slew,0,
fillers,5102,
DIE WIDTH,236.0,microns
total placed cells including tap cells,3252,
number of max-cap violations,0,
Post-synth ARST share,0,%
Gate Area,0.01832,sq mm
setup bufs post-CTS,0,
post-synth top area cell,fa_1,
# Cells Yosys,2544,
RSZ-0062 raised after global routing,no,
Final Setup Violations,0,
chip area,0.05568,sq mm
WHS Endpoint,result[31],
Die Height,236.0,microns
Placed Area,0.02359,sq mm
Sink Count,33,
clock-pin slew on the worst setup and hold paths,0.06,ns
H-Tree Depth,2,
RD Place Congestion,0.9185,
Log Warnings,26,
Min-Delay Path Depth,3,
CP most frequent cell,fa_1,
Syn Inst Count,2544,
Final Instance Area,0.02377,sq mm
synthesized cell area,0.02190,sq mm
GRT overflow,0,
Top Ports,99,
ANT cells,0,
Final Non-Filler Cells,3260,
yosys adder share,55.02,%
Startpoint Class,input pin,
distinct lib cells,77,
synthesis area per yosys,0.02190,sq mm
Crit Path Max Fanout,41,
"top comb family, area",adder cells,
largest net degree at the start of global routing,42,
vias,16960,
CTS-repair resized insts,0,
DRC,0,
hold bufs inserted after CTS,0,
Root Buffer Master,clkbuf_16,
initial antenna violation count,0,
post-detail-place hpwl,45.84,mm
Worst Path Required,29.83,ns
yosys synthesis warning count,1,
Post-synth top cells,"inv_1 (547), fa_1 (483), nand2_1 (422)",
ANT nets after route,0,
min cycle time layout,16.04,ns
Synth flops,33,
Fin Setup TNS,0,ns
slowest CP cell,or4_1,
Synth top cell by count,inv_1,
outcome,completed,
average size of a mapped cell,8.607,sq um
Critical Path AT,16.07,ns
critical path: cells and delay by family:
family | cells | cell delay (ns)
AND-OR/OR-AND | 5 | 0.82
adder cells (fa/ha/maj) | 9 | 4.11
buffers and inverters | 4 | 0.59
AND/OR/NAND/NOR | 15 | 4.57
cell usage in the layout (no fill, tap or decap), types with 7 or more instances in the layout:
cell / Yosys / final
and2_1: 222 / 222
o21ai_0: 44 / 44
nand4_1: 25 / 25
and3_1: 14 / 14
a21o_1: 13 / 13
edfxtp_1: 33 / 33
nand3_1: 23 / 23
o21bai_1: 9 / 9
nand2_1: 422 / 422
nor2_1: 72 / 72
mux2i_1: 7 / 7
a21oi_1: 65 / 65
inv_1: 547 / 547
xor2_1: 15 / 15
fa_1: 483 / 483
a211oi_1: 11 / 11
o21a_1: 7 / 7
ha_1: 190 / 190
nor3_1: 27 / 27
clkdlybuf4s50_1: 0 / 98
nor4_1: 22 / 22
a31oi_1: 10 / 10
o211ai_1: 13 / 13
xnor2_1: 39 / 39
buf_4: 1 / 50
metal layers:
metal  up-vias  share of wire [%]  global-route usage (%)
met3        71                 11                   11.16
met5         -                  0                       0
met1      8394                 43                   35.16
met2       721                 45                   35.69
li1       7774                  -                       -
met4         0                1.6                   3.030
per-stage QoR:
step	hold WS, ns	worst slack, ns
finish	6.418	13.76
global route	6.437	13.10
CTS	6.419	13.85
detailed placement	6.702	13.61
global placement	6.682	13.78
floorplan	6.073	14.32
sequential cells by signal, indices dropped and copies added, names as in the netlist:
register   flops
result        32
exception      1
logic make-up (layout without fill, tap and decap cells):
| logic type | after synthesis | in the layout |
|---|---|---|
| adder cells (fa/ha/maj) | 673 | 673 |
| XOR/XNOR | 56 | 56 |
| AND/OR/NAND/NOR | 864 | 864 |
| flip-flops | 33 | 33 |
| multiplexers | 9 | 9 |
| buffers and inverters | 683 | 703 |
| AND-OR/OR-AND | 226 | 226 |
cell type report:
class                   count  share of cell area, %
well taps                 696                  3.664
inverters                 547                  8.640
flip-flops and latches     33                  4.170
repair buffers            148                  5.707
multi-input cells        1828                  77.10
clock buffers               5                 0.5265
clock inverters             3                 0.1948
how the worst max path moves through the flow:
stage / endpoint / start / slack (ns) / depth (start not counted)
6_report: result[17] / A[28] / 13.76 / 33
5_1_grt: result[17] / A[28] / 13.10 / 33
4_1_cts: result[17] / A[28] / 13.85 / 33
