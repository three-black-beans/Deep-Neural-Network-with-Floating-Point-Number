===== flow/run.sh =====
#!/bin/bash
# OpenROAD 26Q1-2900-gdf79404cd8, Yosys 0.63+post, stock flow scripts
make -C /OpenROAD-flow-scripts/flow DESIGN_CONFIG=/design/flow/config.mk WORK_HOME=/design/flow/orfs finish

===== flow/constraint.sdc =====
current_design weight_reg

set clk_period 1.1
set clk_io_pct 0.2

create_clock -name clk0 -period $clk_period [get_ports {clk}]

set non_clock_inputs [all_inputs -no_clocks]
set_input_delay [expr $clk_period * $clk_io_pct] -clock clk0 $non_clock_inputs
set_output_delay [expr $clk_period * $clk_io_pct] -clock clk0 [all_outputs]

===== flow/config.mk =====
export PLATFORM = sky130hd
export DESIGN_NAME = weight_reg
export DESIGN_NICKNAME = weight_reg
export VERILOG_FILES = /design/flow/design.v
export SDC_FILE = /design/flow/constraint.sdc
export NUM_CORES = 4
export LEC_CHECK = 1
export CORE_UTILIZATION = 30

===== flow/design.v =====
module weight_reg #(parameter w_1 =  32'b00111111001000000000000000000000)(
    input [31:0] w,
    input clk,
    input load,
    input read,
    input set,
    output [31:0] w_out,
    output reg [31:0] saved_w
);
assign w_out = read ? saved_w : 32'bz;
always @(posedge clk or posedge set) begin
    if (set == 1) begin
        saved_w <= w_1;
    end else if (load == 1)  begin
        saved_w <= w;
    end    
end
endmodule

==> impl_metrics.toml <==
# generated from flow reports
[logic_synthesis]
ys.flops = 32
ys_seq_frac = 0.507
syn_inst = 101
yosysWarnings = 2
yosys_cells = 101
yosys_area_mm2 = 0.00160
post_synth.cell_area_avg_um2 = 15.8
synth_area_mm2 = 0.00160
yosys.cell_types.count = 8

[grt]
grt-ovfl-total = 0
antenna_found_initial = 0
grt_pass1_vias = 1023
grt_pass1_wl_um = 4900
grt_max_degree = 19
grt_util_all_layers = 0.119

[place]
hpwl_um = 2320
gp_congestion = 0.676
numPortBuffers = 98
pre_cts_slack_ns = -0.109
post_dp_cell_area_mm2 = 0.00243

[sta]
setup_violations = 26
slew_viol_final = 0
hold_viol = 0
tns_ns = -0.895
fin_crit_ns = 1.20
worst_slew_pin_slew_ns = 0.169
worst_slack_ns = -0.105
max_freq_ghz = 0.830
fin_skew_ns = 0
period_used_share = 1.10
grt_setup_unrepaired = "yes"
max_slew_margin = 0.887

[die]
fp_util = 0.313
chip_area_mm2 = 0.00562
io_pins = 100
fp.coreArea_mm2 = 0.00511
die_h_um = 75.0
fp-row-count = 26
die_w_um = 75.0

[setup_path]
critPathMaxFanout = 2
crit_required_ns = 0.88
cp.arrival_ns = 0.98
critPathLaunchType = "register"
worstSetupPathType = "register to primary output"
cp-end-kind = "primary output"

[route]
firstDrtPassIters = 2
vias = 1116
wl_per_cell_um = 12.5
viasPerCell = 3.93
antenna_cells = 0
wl_um = 3550
first_iter_violations = 27
drc = 0
ant_nets = 0

[cells_and_area]
largest_reg_flops = 32
drive_gt1_frac = 0.696
reg_top3 = "saved_w: 32 flops"
syn_to_final_growth_pct = 70.4
regMostFlops = "saved_w"
seq_area_um2 = 810
final_area_mm2 = 0.00272
layout.area.comb_um2 = 473
nFillCells = 432

[clock_network]
root_buffer = "clkbuf_8"
cts_buffers = 5
htree_levels = 2
cts.path.max_buffers = 2
cts_hold_buffers = 0
insertion_delay_ns = 0.27
cts_num_sinks = 32
clkTransAtPathRegs_ns = 0.06
cts_tree = "yes"

[flow_run]
warning_count = 28
maxCapViolCount = 0

[run_status]
status = "finished with violations"
violations = "setup timing"

[worst_hold_path]
hold_class = "input pin to async pin"

[power]
p_per_area_mw_per_mm2 = 1200
p_leak_nw = 1.36
ir_drop_mv = 0.582
report_power, final:
group / switching (W) / total (W) / internal [W]
logic: 0.000203 / 0.000952 / 0.000749
registers: 0.0000888 / 0.00141 / 0.00132
clock network: 0.000406 / 0.000904 / 0.000498
total: 0.000698 / 0.00326 / 0.00256
what timing repair did:
action                                  4_1_cts  5_1_grt
setup buffers                                35        4
endpoints found under the setup margin       64       56
gates resized                               188       38
cell families (layout without fill, tap and decap cells):
kind of cell  after synthesis  count (layout)  synth area share
buf+inv                    37             150             0.197
flops                      32              32             0.507
mux                        32              32             0.296
final cells by class:
class                   instances  area share
clock buffers                   6      0.0303
repair buffers                141       0.461
well taps                      70      0.0322
inverters                       1     0.00138
flip-flops and latches         32       0.297
multi-input cells              32       0.174
clock inverters                 2     0.00368
worst max-delay path, stage by stage, from the launching register on:
cell	delay, ns
dfstp_2	0.54
buf_6	0.09
buf_2	0.08
through the flow:
stage | total power, W | util | cells | hold WS, ns
CTS | 0.00331 | 0.542 | 280 | 0.328
floorplan | 0.00177 | - | 101 | 0.331
global placement | 0.00223 | 0.476 | 237 | 0.519
detailed placement | 0.00223 | 0.476 | 237 | 0.515
finish | 0.00326 | 0.533 | 284 | 0.331
global route | 0.00345 | 0.533 | 284 | 0.325
cell usage in the layout (no fill, tap or decap):
cell type        count
dfstp_2              7
dfrtp_1             25
mux2_4              30
clkdlybuf4s50_1     33
clkinv_2             2
mux2_2               2
buf_6               40
clkdlybuf4s15_1      6
buf_12               4
clkbuf_8             6
buf_4               18
buf_2               12
clkbuf_2            28
inv_1                1
per-layer routing:
layer | up-vias | track usage | share of wire
met3 | 5 | 0.0339 | 0.077
met1 | 526 | 0.169 | 0.42
met2 | 57 | 0.191 | 0.49
met5 | - | 0 | 0
li1 | 528 | - | -
met4 | 0 | 0.0189 | 0.015
path summary, 6_finish.rpt:
kind / startpoint / to / slack, ns / cells past startpoint
max: saved_w[26] / saved_w[26] / -0.10 / 2
max in group asynchronous: set / saved_w[28] / 0.56 / 3
min in group clk0: load / saved_w[11] / 0.44 / 3
min reg2reg: saved_w[7] / saved_w[7] / 0.54 / 1
max reg2reg: saved_w[27] / saved_w[27] / 0.06 / 4
min: set / saved_w[22] / 0.33 / 3
synth_stat cells, drive strengths merged:
cell,count,area share
inv,1,0.0023
mux2,32,0.30
dfstp,7,0.12
buf,36,0.19
dfrtp,25,0.39
Power figures rest on the tool's default switching activity, not on a simulated workload.
