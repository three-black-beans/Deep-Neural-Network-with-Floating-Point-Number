==> flow/design.v <==
module reg1(
    input [31:0] in,
    input clk,
    input load,
    input read,
    output [31:0] out,
    output [31:0] saved
);
reg [31:0] saved_out;
assign out = read ? saved_out : 32'bz ;
always @(posedge clk) begin
    if (load==1) begin
        saved_out <= in;
    end
end
endmodule
==> flow/run.sh <==
#!/bin/bash
# OpenROAD 26Q1-2900-gdf79404cd8, Yosys 0.63+post, stock flow scripts
make -C /OpenROAD-flow-scripts/flow DESIGN_CONFIG=/design/flow/config.mk WORK_HOME=/design/flow/orfs finish
==> flow/config.mk <==
export PLATFORM = sky130hd
export DESIGN_NAME = reg1
export DESIGN_NICKNAME = reg1
export VERILOG_FILES = /design/flow/design.v
export SDC_FILE = /design/flow/constraint.sdc
export NUM_CORES = 4
export LEC_CHECK = 1
export CORE_AREA = 10 10 109 109
export DIE_AREA = 0 0 119 119
==> flow/constraint.sdc <==
current_design reg1

set clk_period 1.0
set clk_io_pct 0.2

create_clock -name clk0 -period $clk_period [get_ports {clk}]

set non_clock_inputs [all_inputs -no_clocks]
set_input_delay [expr $clk_period * $clk_io_pct] -clock clk0 $non_clock_inputs
set_output_delay [expr $clk_period * $clk_io_pct] -clock clk0 [all_outputs]
==> flow_metrics.tcl <==
# metrics dict for downstream scripts
set metrics [dict create \
    status "completed" \
    ff_type "edfxtp_1" \
    finalMaxSlewViolations 0 \
    synth_cells 65 \
    place_ws_ns -0.251 \
    clock.fmax_mhz 1030 \
    reg.largest.list "saved_out: 32 flops" \
    numCtsBuffers 5 \
    path_buffers 1 \
    met1_usage 0.0462 \
    required_ns 0.80 \
    via_per_inst 2.47 \
    drv_cap 0 \
    hold_class "in -> reg" \
    grt_pass1_wl_mm 4.91 \
    die_w_um 119 \
    track_usage 0.0449 \
    cp.arrival_ns 0.77 \
    cp_slowest_cell "edfxtp_1" \
    critPathCaptureType "output pin" \
    p_per_area_mw_per_mm2 1510 \
    htreeDepth 2 \
    edf_count 32 \
    common_cells "32 x buf_4, 32 x edfxtp_1, 1 x conb_1" \
    ioPinCount 99 \
    clk_pin_slew_worst_paths_ns 0.06 \
    crit_path_max_incr_delay_ns 0.37 \
    ys_seq_share 0.798 \
    start_kind "flip-flop" \
    syn_area_mm2 0.00120 \
    cp_cell_sequence "buf_2" \
    largest_reg_flops 32 \
    initial_core_util 0.125 \
    wire_per_inst_um 12.5 \
    drc 0 \
    p_leak_nw 0.727 \
    num_antenna_cells 0 \
    hp-start "in[10]" \
    die_area_mm2 0.0142 \
    gr-usage-met2 0.0768 \
    top_area_cell "edfxtp_1" \
    hold_slack_ns 0.477 \
    holdPathStages 1 \
    worstSetupPathType "reg -> out" \
    die_y_um 119 \
    vdd_drop_max_mv 0.331 \
    cts.sinks 32 \
    grt_busiest_layer "met2" \
    drt-pass1-iter-count 2 \
    coreArea_mm2 0.00964 \
    synth_cell_types 3 \
    place_congestion 0.671 \
    antenna_left 0 \
    io_buffer_count 65 \
    antenna_found_initial 0 \
    postSynth.asyncResetShare 0 \
    drive_gt1_frac 0.290 \
    avgSynthCellArea_um2 18.5 \
    rsz0062_at_grt "true" \
    clockBufferDepth 2 \
    met3_usage 0.0278 \
    grt-ovfl-total 0 \
    period_minus_slack_ns 0.975 \
    cts_tree "done" \
    routed_wl_mm 3.40 \
    synth_warnings 34 \
    vias 669 \
    hold_buffers 0 \
    warning_count 27 \
    crit_fanout 1 \
    root_buffer "clkbuf_8" \
    post-route-period-util 0.975 \
    finalWorstSetupSlack_ns 0.0255 \
    ys.flops 32 \
    top_cells_by_area "edfxtp_1 80%, buf_4 20%, conb_1 0.31%" \
    grt_pass1_vias 780 \
    worstSetupStartpoint "saved_out[23]" \
    hold-path-endpoint "saved_out[10]" \
    path_delay_family "flip-flops" \
    power_mw 2.78 \
    post-cts-setup-buffers 0 \
    ys_chip_area_mm2 0.00120 \
    yosys.area.top_type_share 0.798 \
    ys_cells 65 \
    grt_max_degree 33 \
    drtIter0Drc 30 \
    final-hold-violation-count 0 \
    setup_viol_count_final 0 \
    regMostFlops "saved_out" \
    areaGrowthSynthToFinish_pct 52.8 \
    rows 36 \
]
[area by class of cell]
| class | instances | area (um^2) |
|---|---|---|
| clock buffers | 5 | 68.8 |
| clock inverters | 3 | 13.8 |
| fillers | 1083 | 7800 |
| multi-input cells | 32 | 120 |
| flip-flops and latches | 32 | 961 |
| well taps | 133 | 166 |
| repair buffers | 66 | 510 |
[per-stage QoR]
| stage | setup TNS (ns) | util | area, um^2 | instances |
|---|---|---|---|---|
| 5_1_grt | -0.208 | 0.191 | 1840 | 271 |
| 3_5_place_dp | -8.03 | 0.199 | 1920 | 263 |
| 2_1_floorplan | 0 | - | 1320 | 96 |
| 6_report | 0 | 0.191 | 1840 | 271 |
| 3_3_place_gp | -7.85 | 0.199 | 1920 | 263 |
| 4_1_cts | 0 | 0.191 | 1840 | 271 |
[worst max-delay path by stage]
stage / end / slack [ns] / depth (start not counted)
finish: out[23] / 0.03 / 1
global route: out[23] / -0.03 / 1
CTS: out[22] / 0.004 / 1
[logic make-up after synthesis]
group	after synthesis	share of synthesized area
flops	32	0.798
other cells	1	0.00311
buf+inv	32	0.199
[power breakdown]
group	switching, mW	internal [mW]	total [mW]
logic	0.0756	0.181	0.257
clock network	0.434	0.471	0.905
registers	0.0223	1.59	1.62
[placed cells by master, fill, tap and decap left out, drive strengths merged]
master / Yosys / layout
clkdlybuf4s50: 0 / 33
clkinv: 0 / 3
clkbuf: 0 / 5
edfxtp: 32 / 32
conb: 1 / 32
buf: 32 / 33
[what timing repair did]
action | 4_1_cts | 5_1_grt
resized | 106 | 0
cloned | 0 | 0
endpoints found under the setup margin | 32 | 17
[metal layers]
metal  vias to the layer above  wire length [um]
met5                         -                 0
met4                         0                73
met3                         7               403
met2                        58              1710
met1                       298              1210
li1                        306                 -
